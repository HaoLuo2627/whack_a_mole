File: flow/run.sh
#!/bin/bash
# OpenROAD 26Q1-2900-gdf79404cd8, Yosys 0.63+post, stock flow scripts
make -C /OpenROAD-flow-scripts/flow DESIGN_CONFIG=/design/flow/config.mk WORK_HOME=/design/flow/orfs finish
File: flow/design.v
module debounce(clk,rst,key,key_pulse);
   parameter       N  =  1;                      
	    input             clk;
        input             rst;
        input 	[N-1:0]   key;                         
	    output  [N-1:0]   key_pulse;                   
        reg     [N-1:0]   key_rst_pre;                 
        reg     [N-1:0]   key_rst;                     
        wire    [N-1:0]   key_edge;                    
        always @(posedge clk  or  posedge rst)
          begin
             if (rst) 
             begin
                 key_rst <= {N{1'b1}};                 
                 key_rst_pre <= {N{1'b1}};
             end
             else begin
                 key_rst <= key;                      
                 key_rst_pre <= key_rst;              
             end    
           end
        assign  key_edge = key_rst_pre & (~key_rst); 
        reg	[20:0]	  cnt;                        
        always @(posedge clk or posedge rst)
           begin
             if(rst)
                cnt <= 21'h0;
             else if(key_edge)
                cnt <= 21'h0;
             else
                cnt <= cnt + 1'h1;
             end  
        reg     [N-1:0]   key_sec_pre;                 
        reg     [N-1:0]   key_sec;                    
        always @(posedge clk  or  posedge rst)
          begin
             if (rst) 
                 key_sec <= {N{1'b1}};                
             else if (cnt==21'hf423f)
                 key_sec <= key;  
          end
       always @(posedge clk  or  posedge rst)
          begin
             if (rst)
                 key_sec_pre <= {N{1'b1}};
             else                   
                 key_sec_pre <= key_sec;             
         end      
       assign  key_pulse = key_sec_pre & (~key_sec);     
endmodule
File: flow/config.mk
export PLATFORM = sky130hd
export DESIGN_NAME = debounce
export DESIGN_NICKNAME = debounce
export VERILOG_FILES = /design/flow/design.v
export SDC_FILE = /design/flow/constraint.sdc
export NUM_CORES = 4
export LEC_CHECK = 1
export CORE_AREA = 10 10 102 102
export DIE_AREA = 0 0 112 112
File: flow/constraint.sdc
current_design debounce

set clk_period 2.6
set clk_io_pct 0.2

create_clock -name clk0 -period $clk_period [get_ports {clk}]

set non_clock_inputs [all_inputs -no_clocks]
set_input_delay [expr $clk_period * $clk_io_pct] -clock clk0 $non_clock_inputs
set_output_delay [expr $clk_period * $clk_io_pct] -clock clk0 [all_outputs]
==> metrics.log <==
[flow] collecting metrics
INFO  metric buffers_on_ports = 3
INFO  metric hold_buffers = 0
INFO  metric fraction_of_final_layout_cells_sized_beyond_drive_strength_1 = 0.113
INFO  metric cts_post_setup_buffers_inserted = 0
INFO  metric chip_area = 12500 µm²
INFO  metric grt_max_degree = 22
INFO  metric final_setup_violation_count = 0
INFO  metric dr_total_vias = 832
INFO  metric cts_root_buf = sky130_fd_sc_hd__clkbuf_8
INFO  metric ys_sh_aoi = 0.0679
INFO  metric ctsLongestPathBuffers = 2
INFO  metric ys.flops = 25
INFO  metric wirelength_met1 = ~1100 µm
INFO  metric first_global_vias = ~800
INFO  metric cts_max_level = 1
INFO  metric unrepaired_setup_endpoints_after_global_routing = false
INFO  metric report.final.slew_viol_count = 0
INFO  metric power_density = 531 nW/µm²
INFO  metric crit_required = 2800 ps
INFO  metric final_worst_path_cycle_share = 0.781
INFO  metric floorplan.io_pins = 4
INFO  metric ys_cells = 118
INFO  metric antenna_violating_nets_post_route = 0
INFO  metric irDropWorstVdd = between 150 and 200 µV
INFO  metric route.top_layer_used = met4
INFO  metric critPathLaunchType = flop
INFO  metric first_pass_iters = 4
INFO  metric core_area = 8220 µm²
INFO  metric layoutNonFillerInstCount = ~230
INFO  metric min_period = slightly above 2000 ps
INFO  metric r2r_cells = 4
INFO  metric critical_path.n_buffers_inverters = 0
INFO  metric detailroute.wirelength.met2 = 871 µm
INFO  metric worst_path_dominant_cell_family = simple AND/OR/NAND/NOR gates
INFO  metric tritoncts.num_buffers = 3
INFO  metric hold_path_class = flop to flop
INFO  metric grt.total_usage = 0.0325
INFO  metric synth-xor-area-share = 0.0817
INFO  metric drc = 0
INFO  metric insertedDiodeCount = 0
INFO  metric grt_overflow = 0
INFO  metric timing.critical_path.cells = nand4_1 > or4_4 > or3_1 > a21oi_1
INFO  metric critPathSlowestCell = sky130_fd_sc_hd__or4_4
INFO  metric yosysChipArea = 1180 µm²
INFO  metric type_of_the_worst_setup_path = flop to flop
INFO  metric hold_violations = 0
INFO  metric drt-initial-drc-count = 39
INFO  metric netlist_area = 1180 µm²
INFO  metric count_of_maximum_capacitance_violations = 0
INFO  metric whs_endpoint = key_rst_pre
INFO  metric outcome = finished clean
INFO  metric hold_path_depth = 0
INFO  metric critPathCaptureType = flop
INFO  metric avgRoutedWirePerCell = 8.97 µm
INFO  metric worst_path_largest_cell_delay = 680 ps
INFO  metric yosys.cell_types.count = 24
INFO  metric fin_tns_setup = 0 ps
INFO  metric yosys.stat.seqShare = 0.535
INFO  metric achievable-frequency = a little under 500 MHz
INFO  metric die.size.x = 112 µm
INFO  metric dr_wl_met3 = approximately 56 µm
INFO  metric worst_hold_startpoint = key_rst
INFO  metric fa_ha_area_frac = 0.0106
INFO  metric worst_tran_pin_value = 638 ps
INFO  metric clock-sinks = 25
INFO  metric grt_antenna_before_repair = 0
INFO  metric synthToLayoutAreaGrowth = 18.2%
INFO  metric stage_log_warnings = 25
INFO  metric vias_per_cell = about 3.6
INFO  metric regToRegStartpoint = cnt[3]
INFO  metric crit_fanout = 12
INFO  metric gpl.final_weighted_congestion = roughly 0.80
INFO  metric netlist_instances = around 120
INFO  metric path_clk_slew = 90 ps
INFO  metric avg_inst_size_synth = 9.99 µm²
INFO  metric detailedPlacementHpwl = 1470 µm
INFO  metric grt_first_pass_wirelength = about 3700 µm
INFO  metric critical_path_arrival = 2230 ps
INFO  metric reg2reg_setup_slack = between 500 and 600 ps
INFO  metric drt-total-wl = around 2100 µm
INFO  metric critical_register_to_register_path_endpoint = cnt[20]
INFO  metric synth_simple_gate_area_share = 0.276
INFO  metric die_height = around 110 µm
INFO  metric leakage = 0.512 nW
INFO  metric initial_utilization = 0.143
INFO  metric rows = 33
INFO  metric ys_warn_count = 1
INFO  metric clk_latency = between 200 and 300 ps
INFO  metric tritoncts_clock_tree = built
INFO  metric ys_sh_mux = 0.00955
INFO  metric finClkSkew = 5.33 ps
INFO  metric placed_cells = 225
INFO  metric yosys-dominant-comb-family = simple AND/OR/NAND/NOR gates
INFO  metric slew_headroom = 0.574
INFO  metric post_cts_resized = 0
sequential cells by signal, indices dropped and copies added, names as in the netlist:
signal	cells
key_sec_pre	1
key_rst_pre	1
cnt	21
key_rst	1
key_sec	1
cells in the mapped netlist:
cell / instances / area share
sky130_fd_sc_hd__dfrtp_1: 21 / 0.45
sky130_fd_sc_hd__nor2_1: 13 / 0.041
sky130_fd_sc_hd__a21oi_1: 8 / 0.034
sky130_fd_sc_hd__o21ai_0: 8 / 0.034
sky130_fd_sc_hd__or3_1: 8 / 0.042
sky130_fd_sc_hd__xnor2_1: 7 / 0.052
sky130_fd_sc_hd__nand2_1: 6 / 0.019
sky130_fd_sc_hd__nand3_1: 6 / 0.025
sky130_fd_sc_hd__nor4_1: 6 / 0.032
sky130_fd_sc_hd__nand4_1: 5 / 0.027
sky130_fd_sc_hd__dfstp_2: 4 / 0.089
sky130_fd_sc_hd__xor2_1: 4 / 0.030
sky130_fd_sc_hd__clkbuf_1: 3 / 0.0096
sky130_fd_sc_hd__inv_1: 3 / 0.0096
sky130_fd_sc_hd__nor2b_1: 3 / 0.016
sky130_fd_sc_hd__and3_1: 2 / 0.011
sky130_fd_sc_hd__nand3_2: 2 / 0.017
sky130_fd_sc_hd__nand4b_1: 2 / 0.015
sky130_fd_sc_hd__nor3_1: 2 / 0.0085
sky130_fd_sc_hd__and2_1: 1 / 0.0053
sky130_fd_sc_hd__and4_1: 1 / 0.0074
sky130_fd_sc_hd__ha_1: 1 / 0.011
sky130_fd_sc_hd__mux2_2: 1 / 0.0096
sky130_fd_sc_hd__or4_4: 1 / 0.0096
area by class of cell:
cell class	count	area, µm²
repair buffers	5	45.0
well taps	105	131
flip-flops and latches	25	631
inverters	3	11.3
fillers	888	6820
multi-input cells	87	526
clock inverters	1	7.51
clock buffers	3	41.3
power by group:
group / internal (mW) / switching, mW / total, mW
Sequential: 0.414 / 0.0289 / 0.443
Clock: 0.109 / 0.125 / 0.233
Combinational: 0.0280 / 0.0347 / 0.0627
how the worst max path moves through the flow:
stage / slack (ps) / end / depth (start not counted) / from
6_report: 570 / cnt[20] / 4 / cnt[3]
5_1_grt: 410 / cnt[20] / 4 / cnt[3]
4_1_cts: 580 / cnt[20] / 4 / cnt[3]
routing by layer:
metal | vias up | GRT usage
met5 | - | 0
met4 | 0 | 0.00846
met3 | 2 | 0.00760
met2 | 2 | 0.0486
met1 | 394 | 0.0461
li1 | 434 | -
metrics by stage:
step / cell area, µm² / power, mW / hold slack (ps) / setup WS (ps) / util
5_1_grt: 1390 / 0.776 / 381 / 409 / 0.169
6_report: 1390 / 0.739 / 370 / 568 / 0.169
2_1_floorplan: 1180 / 0.494 / 354 / 827 / -
4_1_cts: 1390 / 0.747 / 373 / 575 / 0.169
3_5_place_dp: 1340 / 0.515 / 360 / 581 / 0.164
3_3_place_gp: 1340 / 0.513 / 356 / 617 / 0.164
cells in the final DEF, fill, tap and decap left out, drive strengths merged:
master | synthesis | routed
xnor2 | 7 | 7
nand4 | 5 | 5
a21oi | 8 | 8
or3 | 8 | 8
clkdlybuf4s50 | 0 | 3
nor3 | 2 | 2
nor2b | 3 | 3
dfrtp | 21 | 21
dfstp | 4 | 4
xor2 | 4 | 4
inv | 3 | 3
nor2 | 13 | 13
o21ai | 8 | 8
nor4 | 6 | 6
and2 | 1 | 1
or4 | 1 | 1
and4 | 1 | 1
buf | 0 | 2
mux2 | 1 | 1
nand3 | 8 | 8
clkinvlp | 0 | 1
and3 | 2 | 2
nand4b | 2 | 2
clkbuf | 3 | 3
nand2 | 6 | 6
ha | 1 | 1
cell families (layout without fill, tap and decap cells):
kind of cell	Yosys count	in the layout
adder cells (fa/ha/maj)	1	1
XOR/XNOR	11	11
multiplexers	1	1
AND/OR/NAND/NOR	58	58
buffers and inverters	6	12
flip-flops	25	25
AND-OR/OR-AND	16	16
Power and IR drop assume default switching activity.
