[./config.mk]
export PLATFORM = sky130hd
export DESIGN_NAME = whack_a_mole
export DESIGN_NICKNAME = whack_a_mole
export VERILOG_FILES = /design/flow/design.v
export SDC_FILE = /design/flow/constraint.sdc
export NUM_CORES = 4
export LEC_CHECK = 1
export CORE_UTILIZATION = 50
[./constraint.sdc]
current_design whack_a_mole

set clk_period 3.0
set clk_io_pct 0.2

create_clock -name clk0 -period $clk_period [get_ports {clk}]

set non_clock_inputs [all_inputs -no_clocks]
set_input_delay [expr $clk_period * $clk_io_pct] -clock clk0 $non_clock_inputs
set_output_delay [expr $clk_period * $clk_io_pct] -clock clk0 [all_outputs]
[./design.v]
module buzzer(clk_la,clk_50,clk_half,hit,rst,beep); 
	input clk_la,clk_50,clk_half,hit,rst;
	output beep;
	reg en,hit_tmp,flag;
	always@(posedge clk_half or posedge hit)	 
	begin
		if(hit) hit_tmp=1;
		else hit_tmp=0;
	end
	always@(posedge clk_50 or posedge rst)
	begin
		if(rst)
		begin
			flag=1;                              
			en=0;
		end
		else if((hit==1)&&(flag==1)==1)			 
		begin
			en=1;                                
			flag=0;
		end
		else begin
			if(hit_tmp==0) flag=1;					 
			else flag=flag;                      
			if(hit==0) en=0;                     
			else en=en;                          
		end
	end
	assign beep=en?clk_la:0;
endmodule
module controller(rowran,colran,row,col,time_shi,time_ge,clk,clk_50,clk_half,rst,hit,state,score_shi,score_ge);    
input [2:0] rowran,colran,row,col;               
input clk,clk_50,clk_half,rst;						 
input [3:0] time_shi,time_ge;                     
output reg hit;                                   
output [1:0] state;                               
output reg [3:0] score_shi,score_ge;              
reg Ts,Tt;
reg flag;
reg hit_tmp;
fsm central_fsm(clk,rst,state,Ts,Tt);           
always@(posedge clk_50 or posedge rst)
begin
	if(rst) begin
		hit=0;
	end
	else if(state==2'b01)                    
	begin
		if((rowran==row+2)&&(colran==col+2))        
		begin
			hit=1;
		end
		else begin                       
			hit=0;
		end
	end
	else begin                           
		hit=0;
	end
end
always @(posedge clk_half or posedge hit)  
begin
 if(hit) hit_tmp=1;
 else hit_tmp=0;
end
always @(posedge clk_50 or posedge rst)
begin
	if(rst)                              
	begin
	 flag=1;
	 score_shi=0;
	 score_ge=0;
	end
	else if((hit==1)&&(flag==1)==1)       
	begin
		if(score_ge<9)
		begin
		 score_ge=score_ge+1;
		 score_shi=score_shi;
		end
		else begin
		 score_ge=0;
		 score_shi=score_shi+1;
		end
		flag=0;                        
	end
	else begin
	 score_ge=score_ge;                
	 score_shi=score_shi;
	 if(hit_tmp==0) flag=1;            
	 else flag=flag;                   
	end
end
always @(score_shi or rst)
begin
	if(rst) Ts=0;
	else if(score_shi==1)                          
	Ts=1;
	else Ts=0;
end
always @(time_shi or time_ge or rst)
begin
	if(rst) Tt=0;
	else if(time_shi==0&&time_ge==0)               
	Tt=1;
	else Tt=0;
end
endmodule
module decoder(num,seg_led); 
input [3:0] num;
output [7:0] seg_led;
reg [7:0] seg [9:0];
initial                     
begin
	seg[0]=8'b11111100;		 
	seg[1]=8'b01100000;
	seg[2]=8'b11011010;
	seg[3]=8'b11110010;
	seg[4]=8'b01100110;
	seg[5]=8'b10110110;
	seg[6]=8'b10111110;
	seg[7]=8'b11100000;
	seg[8]=8'b11111110;
	seg[9]=8'b11110110;
end
assign seg_led=seg[num];
endmodule
module fsm(clk,rst,state,Ts,Tt);		 
input clk,rst,Ts,Tt;
output [1:0] state;
reg [1:0] state,next_state;
parameter state0=2'b00,state1=2'b01,state2=2'b10,state3=2'b11;
always @(posedge clk or posedge rst)		 
begin
	if(rst) state<=state0;                  
	else state<=next_state;
end
always @(state or Ts or Tt or rst)      
begin
	case(state)
	state0:begin
	if(!rst) next_state<=state1;         
	else next_state<=state0;             
	end
	state1:begin
	if(Ts) next_state<=state2;           
	else if(Tt) next_state<=state3;      
	else next_state<=state1;             
	end
	state2:begin
	if(rst) next_state<=state0;          
	else next_state<=state2;             
	end
	state3:begin
	if(rst) next_state<=state0;          
	else next_state<=state3;             
	end
endcase
end
endmodule
module getrandom(clk,rst,ran1,ran2); 
	parameter MIN=2,MAX=5;            
input clk,rst;
output [2:0] ran1,ran2;
wire ran_tmp0,ran_tmp1,ran_tmp2,ran_tmp3,ran_tmp4,ran_tmp5;
wire w,z;
wire y;
D_ff FF0(clk,rst,y,ran_tmp0);
D_ff FF1(clk,rst,ran_tmp0,ran_tmp1);
D_ff FF2(clk,rst,ran_tmp1,ran_tmp2);
D_ff FF3(clk,rst,ran_tmp2,ran_tmp3);
D_ff FF4(clk,rst,ran_tmp3,ran_tmp4);
D_ff FF5(clk,rst,ran_tmp4,ran_tmp5);
nor nr1(z,ran_tmp0,ran_tmp1,ran_tmp2,ran_tmp3,ran_tmp4,ran_tmp5);
xor xr1(w,ran_tmp0,ran_tmp5);
xor xr2(y,w,z);
assign ran1=2+{ran_tmp4,ran_tmp3}%(MAX-MIN+1);           
assign ran2=2+{ran_tmp1,ran_tmp0}%(MAX-MIN+1);
endmodule
module D_ff(clk,clr,D,Q); 
input clk,D,clr;          
output reg Q;
always @(posedge clk)	 
begin
	if(clr) Q<=1'b0;
	else Q<=D;
end
endmodule
module keyboard_scan(clk,rst,row_b,col,row_location,col_location);	 
input clk,rst;						 
input [3:0] row_b;					 
output reg [3:0] col;
output reg [2:0] row_location,col_location;
wire [3:0] row;
reg [2:0] state;
reg [1:0] cnt;
wire clk_500k;
assign row=row_b;	
time_divider #(100,6) td_500k(clk,rst,clk_500k);
always@(posedge clk_500k or posedge rst)
begin
	if(rst) begin
		col<=4'b0000;
		state<=0;
		row_location<=3'b100;
		col_location<=3'b100;
	end
	else begin
	case(state)
	0:
	begin
		col<=4'b0000;                
		row_location<=3'b100;        
		col_location<=3'b100;
		if(row!=4'b1111)             
		begin
			col<=4'b1110;             
			state<=1;
		end
		else state<=0;
	end
	1:
	begin
		if(row!=4'b1111) state<=5; 
		else begin
			col<=4'b1101;             
			state<=2;
		end
	end
	2:
	begin
		if(row!=4'b1111) state<=5;
		else begin
			col<=4'b1011;
			state<=3;
		end
	end
	3:
	begin
		if(row!=4'b1111) state<=5;
		else begin
			col<=4'b0111;
			state<=4;
		end
	end
	4:
	begin
		if(row!=4'b1111) state<=5;
		else state<=0;
	end
	5:
	begin
		if(row!=4'b1111)
		begin
			if(row[0]==0) row_location<=3'b000;      
			else if(row[1]==0) row_location<=3'b001;
			else if(row[2]==0) row_location<=3'b010;
			else row_location<=3'b011;
			if(col[0]==0) col_location<=3'b000;
			else if(col[1]==0) col_location<=3'b001;
			else if(col[2]==0) col_location<=3'b010; 
			else col_location<=3'b011;
			state<=5;
		end
		else state<=0;
	end
	endcase
	end
end
endmodule
module led_88(clk,clk_half,rst,hit,row,col_r,col_g,state,rowran,colran);	 
input clk,clk_half,rst,hit;
input [2:0] rowran,colran;
output reg [7:0] row,col_r,col_g;
input [1:0] state;
reg [2:0] cnt;
reg hit_tmp;
reg [3:0] col_4;
always @(colran)                
begin
	case(colran)
	3'b010: col_4=4'b0001;       
	3'b011: col_4=4'b0010;
	3'b100: col_4=4'b0100;
	3'b101: col_4=4'b1000;
	default: col_4=4'b0000;
	endcase
end
always@(posedge clk_half or posedge hit)   
begin
 if(hit)
 begin
  hit_tmp=1;       
 end
 else hit_tmp=0;                 
end
always@(posedge clk)	          
begin
	if(rst)	cnt<=0;
	else if(cnt==3'b111) cnt<=0;
	else	cnt<=cnt+1;
end
always @(cnt or state or col_4 or rowran or hit_tmp)   
begin
	case(cnt)		 
	3'b000:begin
		row=8'b1111_1110;
		if(state!=2'b10) col_g=8'h00;
		else col_g=8'b0001_1000;
		col_r=8'h00;
	end
	3'b001:begin
		row=8'b1111_1101;
		if(state==2'b00||state==2'b01) col_g=8'b0111_1110;
		else if(state==2'b10) col_g=8'b0010_0100;
		else col_g=8'h00;
		if(state!=2'b11) col_r=8'h00;
		else col_r=8'b0100_0010;
	end
	3'b010:begin
		row=8'b1111_1011;
		if(state!=2'b11) col_g=8'b0100_0010;
		else col_g=8'h00;
		if(state==2'b01) begin
			if(cnt==rowran&&!hit_tmp) begin
				col_r={2'b00,col_4,2'b00};	
			end
			else col_r=8'h00;
		end
		else if(state==2'b11) col_r=8'b0011_1100;
		else col_r=8'h00;
	end
	3'b011:begin
		row=8'b1111_0111;
		if(state==2'b00||state==2'b01) col_g=8'b0100_0010;
		else col_g=8'h00;
		if(state==2'b01) begin
			if(cnt==rowran&&!hit_tmp) begin
				col_r={2'b00,col_4,2'b00};
			end
			else col_r=8'h00;
		end
		else col_r=8'h00;
	end
	3'b100:begin
		row=8'b1110_1111;
		if(state==2'b00||state==2'b01) col_g=8'b0100_0010;
		else col_g=8'h00;
		if(state==2'b01) begin
			if(cnt==rowran&&!hit_tmp) begin
				col_r={2'b00,col_4,2'b00};
			end
			else col_r=8'h00;
		end
		else col_r=8'h00;
	end
	3'b101:begin
		row=8'b1101_1111;
		if(state==2'b00||state==2'b01) col_g=8'b0100_0010;
		else if(state==2'b10) col_g=8'b1010_0101;
		else col_g=8'h00;
		if(state==2'b01) begin
			if(cnt==rowran&&!hit_tmp) begin
				col_r={2'b00,col_4,2'b00};
			end
			else col_r=8'h00;
		end
		else if(state==2'b11) col_r=8'b0100_0010;
		else col_r=8'h00;
	end
	3'b110:begin
		row=8'b1011_1111;
		if(state==2'b00||state==2'b01) col_g=8'b0111_1110;
		else if(state==2'b10) col_g=8'b0100_0010;
		else col_g=8'h00;
		if(state!=2'b11) col_r=8'h00;
		else col_r=8'b1010_0101;
	end
	3'b111:begin
		row=8'b0111_1111;
		col_g=8'h00;
		col_r=8'h00;
	end
endcase
end
endmodule
module time_divider #(		 
parameter N=2,
	WIDTH=8)
(
	input clk,
	input rst,
	output reg clk_out);		 
reg [WIDTH-1:0] cnt;
always @(posedge clk or posedge rst)
begin
	if(rst) begin
		cnt<=0;
		clk_out<=0;
	end
	else if(cnt==(N>>1)-1)	 
	begin
		clk_out<=~clk_out;
		cnt<=0;
	end
	else cnt<=cnt+1;
end
endmodule
module timer(clk_1,state,rst,time_shi,time_ge); 
input clk_1,rst;
input [1:0] state;
output reg [3:0] time_shi,time_ge;
always@(posedge clk_1 or posedge rst)
begin
	if(rst)                               
	begin
		time_shi<=4'b0100;
		time_ge<=4'b0000;
	end
	else if(state==2'b00)                 
	begin
		time_shi<=4'b0100;
		time_ge<=4'b0000;
	end
	else if(state==2'b01)					  
	begin
		if(time_ge==0&&time_shi!=0)
		begin
			time_ge<=4'b1001;
			time_shi<=time_shi-1;
		end
		else if(time_ge==0&&time_shi==0)   
		begin
			time_ge<=time_ge;
			time_shi<=time_shi;
		end
		else time_ge<=time_ge-1;
	end
	else begin									  
		time_ge<=time_ge;
		time_shi<=time_shi;
	end
end
endmodule
module whack_a_mole (clk,rst,matrow,matcol_r,matcol_g,
		row_b,col,seg_select,dig_select,beep);		 
input clk,rst;           
input [3:0] row_b;       
output [3:0] col;        
output [7:0] matrow,matcol_r,matcol_g;   
output reg [7:0] seg_select;    
output reg [7:0] dig_select;    
output beep;				 
wire [2:0] colran,rowran;       
wire [2:0] row_location,col_location;   
wire hit;                       
wire [3:0] time_shi,time_ge;    
wire [3:0]score_shi,score_ge;   
wire [1:0] state;               
wire [7:0] seg_time_1,seg_time_0;		 
wire [7:0] seg_score_1,seg_score_0;     
wire clk_1k,clk_500,clk_1,clk_half,clk_50,clk_la;
time_divider #(50000,15) td_1k(clk,rst,clk_1k);	 
time_divider #(2,2) td_500(clk_1k,rst,clk_500);  
time_divider #(10,4) td_50(clk_500,rst,clk_50);  
time_divider #(50,6) td_1(clk_50,rst,clk_1);   
time_divider #(2,2) td_half(clk_1,rst,clk_half); 
time_divider #(56818,15) td_fa(clk,rst,clk_la); 
getrandom gr1(.clk(clk_half),.rst(rst),.ran1(rowran),.ran2(colran));		 
keyboard_scan kb(.clk(clk),.rst(rst),.row_b(row_b),.col(col),
	.row_location(row_location),.col_location(col_location));				 
timer time_counter(.clk_1(clk_1),.state(state),.rst(rst),.time_shi(time_shi),.time_ge(time_ge));	 
controller center_control(.rowran(rowran),.colran(colran),.row(row_location),.col(col_location),
	.time_shi(time_shi),.time_ge(time_ge),.clk(clk),.clk_50(clk_50),.clk_half(clk_half),.rst(rst),.hit(hit),
	.state(state),.score_shi(score_shi),.score_ge(score_ge));													 
led_88 ld(.clk(clk_500),.clk_half(clk_half),.rst(rst),.row(matrow),.col_g(matcol_g),.state(state),
				.col_r(matcol_r),.rowran(rowran),.colran(colran),.hit(hit));	 
always@(posedge clk_1k or posedge rst)		 
begin
	if(rst)
	dig_select<=8'b1111_1110;
	else begin
	dig_select[3:0]<={dig_select[2:0],dig_select[3]};
	dig_select[7:4]=4'b1111;
	end
end
decoder deco_time_shi(time_shi,seg_time_1);      
decoder deco_time_ge(time_ge,seg_time_0);        
decoder deco_score_shi(score_shi,seg_score_1);   
decoder deco_score_ge(score_ge,seg_score_0);     
always @(dig_select[3:0] or seg_time_0 or seg_time_1 or seg_score_0 or seg_score_1)	       
begin
	case(dig_select[3:0])
	4'b1110: seg_select=seg_time_0;
	4'b1101: seg_select=seg_time_1;
	4'b1011: seg_select=seg_score_0;
	4'b0111: seg_select=seg_score_1;
	default: seg_select=8'b0000_0000;
	endcase
end
buzzer bz(.clk_la(clk_la),.clk_50(clk_50),.clk_half(clk_half),.hit(hit),.rst(rst),.beep(beep));    
endmodule
[./run.sh]
#!/bin/bash
# OpenROAD 26Q1-2900-gdf79404cd8, Yosys 0.63+post, stock flow scripts
make -C /OpenROAD-flow-scripts/flow DESIGN_CONFIG=/design/flow/config.mk WORK_HOME=/design/flow/orfs finish
==> impl_metrics.tcl <==
# implementation run metrics
set metrics [dict create \
    status "complete, no violations" \
    cts_hold_buffers 0 \
    dr_wl_met2_mm 5.04 \
    vias_per_cell 5.32 \
    setup.worst_path.start_class "register" \
    ir_drop_v 0.000199 \
    ys.flop_type "dfrtp_1" \
    final_cell_area_um2 6980 \
    post_cts_buffers 0 \
    die-width_um 114 \
    cap_violations 0 \
    syn_inst 654 \
    r2r-start "td_1k.cnt[4]$_DFF_PP0_" \
    untimed_endpoints 96 \
    path_cells "nor4_1 -> o21bai_1 -> clkdlybuf4s50_1" \
    min_from "td_1k.cnt[0]$_DFF_PP0_" \
    placementRows 40 \
    p_leak_nw 3.16 \
    reg2reg_depth 4 \
    endpoint_kind "output pin" \
    hold_path.class "reg2reg" \
    rsz0062_at_grt "false" \
    place_congestion 0.898 \
    fp.coreArea_um2 12100 \
    wl_met1_mm 5.97 \
    synth_seq_share 0.463 \
    crit_arrival_ns 2.11 \
    p_per_area_nw_per_um2 188 \
    warning_count 55 \
    postRouteAntennaNets 0 \
    portBuffers 45 \
    slowest_stage "nor4_1" \
    initCoreUtil 0.516 \
    yosys_area_um2 6250 \
    grt_max_degree 104 \
    skew_ns 0.00916 \
    io-pin-count 51 \
    met3_length_um 474 \
    ys_cells 654 \
    hpwl_mm 8.67 \
    final_hold_viol_count 0 \
    totalWireLength_mm 11.5 \
    clkSlewWorstSetupHoldPaths_ns 0.07 \
    cts_made_buffers 5 \
    min_to "td_1k.cnt[0]$_DFF_PP0_" \
    cp_max_fo 10 \
    drc 0 \
    ys_warn_count 15 \
    fillCellCount 1043 \
    ys_types 59 \
    routed.top_layer "met4" \
    clk_path_buf_depth 2 \
    cts_tree "yes" \
    drive_above_1_share 0.0499 \
    setup_viol 0 \
    synth_async_sr_flop_share 0.923 \
    ys_ff 117 \
    critPathRequiredTime_ns 2.40 \
    fin_util 0.576 \
    synth.cell_area_um2 6250 \
    critPathMaxStageDelay_ns 0.65 \
    antenna_found_initial 0 \
    insertion_delay_ns 0.28 \
    place_area_um2 6820 \
    r2r_setup_slack_ns 1.05 \
    routedWlPerCell_um 13.6 \
    hold_depth 1 \
    max-slew-margin-rel 0.501 \
    synth-edff-count 0 \
    regToRegEndpoint "td_1k.cnt[12]$_DFF_PP0_" \
    maxSlewViolCount 0 \
    clock.fmax_mhz 369 \
    dieArea_um2 13000 \
    grt_pass1_wl_mm 20.7 \
    cts_resized 0 \
    htreeDepth 2 \
    groute.usage.overall 0.201 \
    overflow 0 \
    firstDrtPassIters 4 \
    finalCritPeriodShare 0.903 \
    area_growth_pct 11.6 \
    grt_pass1_vias 4302 \
    unclocked_regs 74 \
    antenna_cells 0 \
    dr_total_vias 4520 \
    first_iter_violations 241 \
    period_needed_ns 2.71 \
    syn_area_per_cell_um2 9.56 \
    root_buffer "clkbuf_16" \
    die_height_um 114 \
    crit_type "reg2out" \
    worst_pin_slew_ns 0.748 \
    fin_tns_setup_ns 0 \
]
cell type report:
type,instances,area [um^2],area share
Sequential cell,117,2900,0.415
Timing Repair Buffer,50,500,0.0717
Multi-Input combinational cell,469,3070,0.439
Clock inverter,2,37.5,0.00538
Clock buffer,5,125,0.0179
Inverter,38,146,0.0210
Tap cell,168,210,0.0301
state kept, by name, summed over array words and instances (netlist names), 2 cells and up:
register and flops:
td_1k.cnt 15, td_fa.cnt 15, kb.state 6, kb.td_500k.cnt 6, td_1.cnt 6, center_control.central_fsm.state 4, center_control.score_ge 4, center_control.score_shi 4
dig_select 4, kb.col 4, kb.col_location 4, kb.row_location 4, td_50.cnt 4, time_counter.time_ge 4, time_counter.time_shi 4, ld.cnt 3
center_control.col 2, center_control.row 2, td_500.cnt 2, td_half.cnt 2
stage by stage:
stage / std cells / hold slack, ns / power [mW] / setup WS (ns)
2_1_floorplan: 658 / 0.434 / 0.665 / 0.173
3_3_place_gp: 842 / 0.468 / 0.702 / 0.597
3_5_place_dp: 842 / 0.477 / 0.704 / 0.609
4_1_cts: 849 / 0.489 / 1.33 / 0.282
5_1_grt: 849 / 0.515 / 1.37 / 0.174
6_report: 849 / 0.487 / 1.31 / 0.291
power by group:
group / total, mW / switching (mW) / internal, mW
logic: 0.101 / 0.0623 / 0.0391
registers: 0.590 / 0.00639 / 0.583
clock network: 0.619 / 0.230 / 0.388
worst max path at each step:
stage | startpoint | endpoint | slack (ns) | cells past startpoint
after CTS | center_control.central_fsm.state[2]$_DFF_PP0_ | matcol_r[2] | 0.28 | 3
final | center_control.central_fsm.state[2]$_DFF_PP0_ | matcol_r[2] | 0.29 | 3
after global routing | center_control.central_fsm.state[2]$_DFF_PP0_ | matcol_r[2] | 0.17 | 6
critical path: cells and delay by family, from the launching register on:
family	cells	cell delay (ns)
AND-OR/OR-AND	1	0.20
buffers and inverters	1	0.47
flip-flops	1	0.50
AND/OR/NAND/NOR	1	0.65
routing by layer:
metal | global-route usage | up-vias
li1 | - | 2296
met1 | 0.344 | 2128
met2 | 0.302 | 92
met3 | 0.0238 | 4
met4 | 0.0113 | 0
met5 | 0 | -
synthesized netlist by cell type (3+ instances only):
cell | instances | area share
or3_1 | 4 | 0.0040
a22o_1 | 4 | 0.0056
clkbuf_1 | 18 | 0.011
and2_1 | 6 | 0.0060
nor3b_1 | 4 | 0.0048
buf_1 | 4 | 0.0024
nand4_1 | 16 | 0.016
ha_1 | 43 | 0.086
mux2i_1 | 7 | 0.011
o31ai_1 | 3 | 0.0036
nand3b_1 | 3 | 0.0036
o21ai_0 | 47 | 0.038
dfrtp_1 | 97 | 0.39
buf_4 | 11 | 0.013
and3_1 | 6 | 0.0060
nor4_1 | 8 | 0.0080
dfxtp_1 | 9 | 0.029
and4_1 | 5 | 0.0070
a211oi_1 | 4 | 0.0048
a21oi_1 | 22 | 0.018
or2_2 | 3 | 0.0030
nand3_1 | 26 | 0.021
nand2_1 | 48 | 0.029
a22oi_1 | 4 | 0.0048
nand4b_1 | 6 | 0.0084
a21o_1 | 9 | 0.011
xor2_1 | 28 | 0.039
dfstp_2 | 11 | 0.046
nor2b_1 | 18 | 0.018
nand2b_1 | 3 | 0.0030
o22ai_1 | 4 | 0.0040
inv_1 | 38 | 0.023
nor3_1 | 22 | 0.018
a31oi_1 | 4 | 0.0040
nor2_1 | 63 | 0.038
xnor2_1 | 16 | 0.022
logic make-up after synthesis:
group                    share of synthesized area
AND-OR/OR-AND                                0.112
XOR/XNOR                                    0.0616
adder cells (fa/ha/maj)                     0.0860
buffers and inverters                       0.0500
flip-flops                                   0.463
multiplexers                                0.0112
other                                      0.00120
AND/OR/NAND/NOR                              0.215
placed cells by master, fill, tap and decap left out, types with 7 or more instances in the layout:
cell type / n
a21o_1: 9
a21oi_1: 22
clkdlybuf4s50_1: 45
dfrtp_1: 97
dfstp_2: 11
dfxtp_1: 9
ha_1: 43
inv_1: 37
mux2i_1: 7
nand2_1: 48
nand3_1: 26
nand4_1: 16
nor2_1: 63
nor2b_1: 18
nor3_1: 22
nor4_1: 7
o21ai_0: 47
xnor2_1: 16
xor2_1: 28
Power is estimated from default activity; no workload was simulated.
